==> design/flow/design.v <==
module data_memory (
    input wire clk,              
    input wire reset,            
    input wire mem_read_en,      
    input wire mem_write_en,     
    input wire [31:0] addr,      
    input wire [31:0] write_data,  
    output reg [31:0] read_data  
);
    reg [31:0] mem [0:255];
    initial begin
        integer i;  
        for (i = 0; i < 256; i = i + 1) begin
            mem[i] = 32'hDEADBEEF;  
        end
        mem[0] = 32'h000000A0;  
        mem[4] = 32'h000000B0;  
    end
    always @(addr or mem_read_en) begin
        if (mem_read_en) begin
            read_data = mem[addr[31:2]];  
        end else begin
            read_data = 32'b0;  
        end
    end
    always @(posedge clk or posedge reset) begin
        if (reset) begin
        end else if (mem_write_en) begin
            mem[addr[31:2]] <= write_data;  
        end
    end
endmodule
==> design/flow/run.sh <==
#!/bin/bash
# OpenROAD 26Q1-2900-gdf79404cd8, Yosys 0.63+post, stock flow scripts
make -C /OpenROAD-flow-scripts/flow DESIGN_CONFIG=/design/flow/config.mk WORK_HOME=/design/flow/orfs finish
==> design/flow/config.mk <==
export PLATFORM = sky130hd
export DESIGN_NAME = data_memory
export DESIGN_NICKNAME = data_memory
export VERILOG_FILES = /design/flow/design.v
export SDC_FILE = /design/flow/constraint.sdc
export NUM_CORES = 4
export LEC_CHECK = 1
export CORE_UTILIZATION = 30
==> design/flow/constraint.sdc <==
current_design data_memory

set clk_period 12.5
set clk_io_pct 0.2

create_clock -name clk0 -period $clk_period [get_ports {clk}]

set non_clock_inputs [all_inputs -no_clocks]
set_input_delay [expr $clk_period * $clk_io_pct] -clock clk0 $non_clock_inputs
set_output_delay [expr $clk_period * $clk_io_pct] -clock clk0 [all_outputs]
==> flow_metrics.tcl <==
# collected from the flow reports
set metrics [dict create \
    outcome "aborted with a tool error" \
    outcome.stop_stage "global routing" \
    firstError "[ERROR GRT-0116] Global routing finished with congestion. Check the congestion regions in the DRC Viewer." \
    finalWeightedCongestion 1.20 \
    yosysWarningCount 2 \
    yosys_cells 16200 \
    grt_start_max_net_pins 127 \
    ys_chip_area_sq_um 298000 \
    synth_sequential_area_ratio_pct 82.5 \
    initial_core_util_pct 30.1 \
    post_cts_buffers 0 \
    place_hpwl_um 1670000 \
    cts_buffers 826 \
    core.rowCount 365 \
    cts_htree_levels 6 \
    dpl_cell_area_sq_um 335000 \
    die_width_um 999 \
    dp_worst_setup_slack_ns 0.0882 \
    clk_path_buf_depth 4 \
    cts-hold-fix-buffers 0 \
    yosysUniqueCellTypes 67 \
    synth_area_per_inst_sq_um 18.4 \
    placed_instances 30800 \
    cts_root_buf "sky130_fd_sc_hd__clkbuf_16" \
    synth_async_sr_flop_share_pct 0 \
    post_cts_resize_count 0 \
    io_pins 100 \
    flop_cell "sky130_fd_sc_hd__edfxtp_1" \
    edff_count_synth 8192 \
    number_of_sinks_on_the_clock_net 8192 \
    synth_flop_count 8192 \
    placement.io_buffers 75 \
    netlist_area_sq_um 298000 \
    die_h_um 999 \
    synthCells 16200 \
]
-- kinds of logic after synthesis --
kind of cell / share of synthesized area [%]
AND-OR/OR-AND: 11.8
XOR/XNOR: 0.00294
buffers and inverters: 1.44
flip-flops: 82.5
AND/OR/NAND/NOR: 4.30
-- synthesized netlist by cell type (4+ instances only) --
cell type	count	area share, %
sky130_fd_sc_hd__o22ai_1	297	0.62
sky130_fd_sc_hd__nand4bb_1	9	0.034
sky130_fd_sc_hd__nor2_1	354	0.45
sky130_fd_sc_hd__or4_1	47	0.12
sky130_fd_sc_hd__a2111oi_0	105	0.31
sky130_fd_sc_hd__and4_1	33	0.097
sky130_fd_sc_hd__nand2b_1	8	0.017
sky130_fd_sc_hd__o2111ai_1	16	0.047
sky130_fd_sc_hd__o221a_2	6	0.023
sky130_fd_sc_hd__nor3b_1	4	0.010
sky130_fd_sc_hd__inv_1	5	0.0063
sky130_fd_sc_hd__clkbuf_1	726	0.91
sky130_fd_sc_hd__or2_2	5	0.010
sky130_fd_sc_hd__buf_2	168	0.28
sky130_fd_sc_hd__nor4b_1	12	0.035
sky130_fd_sc_hd__a22o_1	441	1.3
sky130_fd_sc_hd__nand4_1	290	0.61
sky130_fd_sc_hd__o21ai_0	82	0.14
sky130_fd_sc_hd__or4b_2	11	0.037
sky130_fd_sc_hd__a31oi_1	15	0.031
sky130_fd_sc_hd__a211oi_1	5	0.013
sky130_fd_sc_hd__o221ai_1	27	0.079
sky130_fd_sc_hd__a222oi_1	257	0.86
sky130_fd_sc_hd__or3_1	9	0.019
sky130_fd_sc_hd__edfxtp_1	8192	82
sky130_fd_sc_hd__and4b_1	11	0.037
sky130_fd_sc_hd__nor3_1	379	0.64
sky130_fd_sc_hd__buf_1	169	0.21
sky130_fd_sc_hd__and3_1	311	0.65
sky130_fd_sc_hd__nand3_1	263	0.44
sky130_fd_sc_hd__nand4b_1	10	0.029
sky130_fd_sc_hd__o211ai_1	47	0.12
sky130_fd_sc_hd__buf_4	4	0.010
sky130_fd_sc_hd__nand2_1	386	0.49
sky130_fd_sc_hd__nor4_1	224	0.47
sky130_fd_sc_hd__a21oi_1	131	0.22
sky130_fd_sc_hd__nor4bb_1	14	0.047
sky130_fd_sc_hd__buf_6	5	0.019
sky130_fd_sc_hd__a221oi_1	142	0.42
sky130_fd_sc_hd__a22oi_1	2901	7.3
sky130_fd_sc_hd__or4bb_1	4	0.015
sky130_fd_sc_hd__o22a_1	76	0.22
