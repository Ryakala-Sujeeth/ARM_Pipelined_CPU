`flow/design.v`:
```
module wb_stage (
    input wire clk,              
    input wire reset,            
    input wire enable,           
    input wire [31:0] pc_in_memwb,             
    input wire [31:0] alu_result_in_memwb,     
    input wire [31:0] mem_read_data_in_memwb,  
    input wire [3:0] Rd_in_memwb,              
    input wire [4:0] opcode_in_memwb,          
    input wire reg_write_en_in_memwb,          
    input wire mem_to_reg_in_memwb,            
    output wire reg_write_en_out_rf,          
    output wire [3:0] write_reg_addr_out_rf,  
    output wire [31:0] write_data_out_rf       
);
    wire [31:0] final_write_data;
    assign final_write_data = mem_to_reg_in_memwb ? mem_read_data_in_memwb : alu_result_in_memwb;
    assign reg_write_en_out_rf = reg_write_en_in_memwb;
    assign write_reg_addr_out_rf = Rd_in_memwb;
    assign write_data_out_rf = final_write_data;
endmodule
```
`flow/constraint.sdc`:
```
current_design wb_stage

set clk_period 1.0
set clk_io_pct 0.2

create_clock -name clk0 -period $clk_period

set non_clock_inputs [all_inputs -no_clocks]
set_input_delay [expr $clk_period * $clk_io_pct] -clock clk0 $non_clock_inputs
set_output_delay [expr $clk_period * $clk_io_pct] -clock clk0 [all_outputs]
```
`flow/run.sh`:
```
#!/bin/bash
# OpenROAD 26Q1-2900-gdf79404cd8, Yosys 0.63+post, stock flow scripts
make -C /OpenROAD-flow-scripts/flow DESIGN_CONFIG=/design/flow/config.mk WORK_HOME=/design/flow/orfs finish
```
`flow/config.mk`:
```
export PLATFORM = sky130hd
export DESIGN_NAME = wb_stage
export DESIGN_NICKNAME = wb_stage
export VERILOG_FILES = /design/flow/design.v
export SDC_FILE = /design/flow/constraint.sdc
export NUM_CORES = 4
export LEC_CHECK = 1
export CORE_AREA = 10 10 71 71
export DIE_AREA = 0 0 81 81
```
==> reports/metrics.csv <==
metric,value,unit
power.density,400,nW/um^2
finalCritPeriodShare,118,%
grt_pass1_vias,720,
tool_warnings,74,
most_common_cell,mux2_4,
die_w,81,microns
dieHeight,81,microns
setup-violations-final,32,
ys_seq_share,0,%
synth.top_cell.area_share,77.4,%
syn_area_per_cell,14.2,sq um
crit_family,buffers and inverters,
crit_buf_inv,2,
synth_cell_types,5,
grt_pass1_wl,4180,microns
p_leak,0.000834,uW
postRouteAntennaNets,0,
critical_path.max_fanout,1,
synth_area,582,sq um
common_cells,"mux2_4, buf_4, buf_12",
setup_ws,-180,ps
critPathLaunch,alu_result_in_memwb[19],
synthCells,41,
slew_headroom,93.8,%
antenna-diode-count,0,
whs_endpoint,write_reg_addr_out_rf[0],
crit_arrival,980,ps
tightest_slew,93.0,ps
dp_hpwl,2690,microns
hp-class,in2out,
layout-drive-gt1-share,52.9,%
fin_crit,1180,ps
cap_violations,0,
seqCellArea,0,sq um
track_usage,8.20,%
wl_per_cell,16.7,microns
ff_count,0,
portBuffers,97,
rsz0062_at_grt,yes,
drc,0,
crit_chain,clkdlybuf4s50_1 > mux2_4 > buf_6,
critPathMaxStageDelay,400,ps
hold_depth,0,
io_pins,147,
ys_area,582,sq um
violations,setup timing,
yosys_warnings,0,
start_kind,input pin,
wl,3070,microns
first_pass_iters,2,
first_iter_violations,1,
core_area,3630,sq um
min-delay-start,Rd_in_memwb[0],
end_kind,output pin,
overflow,0,
status,"finished, violations left",
nClkBuffers,0,
antenna_found_initial,0,
fmax,847,MHz
place_congestion,0.944,
hold_ws,400,ps
ys_cells,41,
critPathRequiredTime,800,ps
grt_max_degree,11,
fp_util,16.0,%
path_class,in2out,
top_area_cell,mux2_4,
rows,22,
area_growth,168,%
routed_via_density,3.84,
nFillCells,363,
die-area,6560,sq um
area_leaders,"mux2_4, buf_12, buf_4",
slowest_stage,clkdlybuf4s50_1,
finalHoldViolCount,0,
vias,707,
final_util,42.9,%
slew_violations,0,
ir_worst_vdd,164,uV
## final cells by class
type	instances	area, sq um	area share, %
tap	48	60.1	3.86
timing repair buffer	104	1020	65.5
multi-input combinational	32	477	30.6
## cell families (layout without fill, tap and decap cells)
logic type             Yosys count  after routing  share of synthesized area (%)
muxes                           32             32                           81.3
buffers and inverters            9            104                           18.7
## per-stage QoR
stage | TNS, ps | worst slack, ps | power [uW] | instances | cell area, sq um
finish | -3480 | -180 | 623 | 184 | 1560
global route | -4040 | -199 | 663 | 184 | 1560
CTS | -3650 | -185 | 598 | 184 | 1490
detailed placement | -15670 | -545 | 665 | 179 | 1540
global placement | -15550 | -547 | 662 | 179 | 1540
floorplan | 0 | 66.9 | 218 | 41 | 582
## timing repair
action | CTS | global route
gates cloned | 2 | 0
hold buffers | 0 | 0
setup endpoints to repair | 32 | 32
buffers inserted | 3 | 0
gates resized | 160 | 13
## layer usage
layer	GRT usage [%]	share of wire (%)
met1	9.29	37
met2	14.4	50
met3	4.12	13
met4	0	0
met5	0	0
## placed cells by master (no fill, tap or decap)
cell type,netlist,layout
dlymetal6s2s_1,0,3
buf_16,0,2
clkdlybuf4s50_1,0,17
mux2_2,2,1
mux2_4,30,31
buf_12,3,3
buf_2,0,13
buf_6,1,20
dlygate4sd2_1,0,44
buf_4,5,1
buf_8,0,1
## how the worst max path moves through the flow
stage                 depth (start not counted)               endpoint
after CTS                                     5  write_data_out_rf[15]
after global routing                          3  write_data_out_rf[19]
final                                         3  write_data_out_rf[19]
## power by group
group	internal, uW	leakage, uW	total, uW	switching (uW)
Sequential	0	0	0	0
Combinational	484	0.000834	623	139
Clock	0	0	0	0
No activity file was given, so power comes from the tool's default toggle rates.
