--- design/flow/design.v ---
module instruction_memory (
    input wire [31:0] addr,      
    output reg [31:0] instr      
);
    reg [31:0] mem [0:255];
    initial begin
        integer i;  
        for (i = 0; i < 256; i = i + 1) begin
            mem[i] = 32'hE6000000;  
        end
        mem[0] = 32'hE680100A;
        mem[4] = 32'hE6802014;
        mem[8] = 32'hE0213000;
        mem[34] = 32'hC0FFEE;  
        mem[16] = 32'hE6845001;
        mem[20] = 32'hE9600008;
        mem[24] = 32'hE0636020;
        mem[28] = 32'hEA0007F7;  
    end
    always @(addr) begin
        instr = mem[addr[31:2]];  
    end
endmodule
--- design/flow/run.sh ---
#!/bin/bash
# OpenROAD 26Q1-2900-gdf79404cd8, Yosys 0.63+post, stock flow scripts
make -C /OpenROAD-flow-scripts/flow DESIGN_CONFIG=/design/flow/config.mk WORK_HOME=/design/flow/orfs finish
--- design/flow/config.mk ---
export PLATFORM = sky130hd
export DESIGN_NAME = instruction_memory
export DESIGN_NICKNAME = instruction_memory
export VERILOG_FILES = /design/flow/design.v
export SDC_FILE = /design/flow/constraint.sdc
export NUM_CORES = 4
export LEC_CHECK = 1
export CORE_AREA = 10 10 70 70
export DIE_AREA = 0 0 80 80
export SYNTH_MEMORY_MAX_BITS = 65536
--- design/flow/constraint.sdc ---
current_design instruction_memory

set clk_period 2.5
set clk_io_pct 0.2

create_clock -name clk0 -period $clk_period

set non_clock_inputs [all_inputs -no_clocks]
set_input_delay [expr $clk_period * $clk_io_pct] -clock clk0 $non_clock_inputs
set_output_delay [expr $clk_period * $clk_io_pct] -clock clk0 [all_outputs]
==> flow_summary.ini <==
; yosys + openroad results
[logic_synthesis]
topCellsByArea = buf_4, o21a_1, o41ai_4
yosysTopAreaCell = buf_4
synth.distinct_cells = 27
ys_area_um2 = 473.0
syn_area_per_cell_um2 = 6.955
syn_inst = 68
synthDominantCellAreaShare_pct = 17.46
ys_seq_share_pct = 0
syn_area_um2 = 473.0
synth_stat.cells = 68
synth_warnings = 1

[critical_path]
cp.arrival_ns = 1.95
worstPathRequired_ns = 2.00
startpoint_type = primary input
cp_slowest_stage_delay_ns = 0.57
crit_fanout = 4
worst_path_max_delay_cell = or4b_4
path_cells = buf_2 -> or4b_4 -> o41ai_4 -> buf_4 -> buf_6 -> buf_6 -> o21a_1 -> buf_2
end_kind = output port
crit_type = in -> out

[timing]
fin_crit_sh_pct = 97.97
slew_violations = 0
hold_viol = 0
setup_tns_ns = 0
fmax_mhz = 408.3
finalCriticalPeriod_ns = 2.449
rsz0062_at_grt = no
setup_viol_count_final = 0
layout_setup_ws_ns = 0.05063

[die]
die_width_um = 80
fp.coreArea_um2 = 3416
die_h_um = 80
chipArea_um2 = 6400
rows = 21
io_pins = 64
fp_util_pct = 13.85

[pwr]
p_int_uw = 56.42
p_leak_uw = 0.0005274
p_comb_share_pct = 100.0
switching_share_pct = 44.25
power.total_uw = 101.2
netSwitchingPower_uw = 44.79
seqPwrFrac_pct = 0
ir_worst_vdd_mv = 0.05719
powerDensity_nw_per_um2 = 95.96
p_clk_share_pct = 0

[place]
place_hpwl_mm = 1.574
portBuffers = 37
dpl_cell_area_um2 = 942.2
place_congestion = 0.8296
post-place-ws_ns = -0.5505

[worst_hold_path]
holdCritPathClass = in -> out

[grt]
antenna_found_initial = 0
grt_pass1_wl_mm = 3.111
grt.overflow.total = 0
grt_pass1_vias = 671
grtUsageTotal_pct = 5.751
grt_max_degree = 11

[final_layout]
fin_area_um2 = 1055
seq_area_um2 = 0
final_core_util_pct = 30.88
comb_area_um2 = 422.9
seq_cell_count = 0
clkbuf_count = 0
layout-drive-gt1-share_pct = 50.00
area_delta_synth_final_pct = 123.0
nFillCells = 365

[routing]
drt_iter0_drc = 4
drt_drc_violations_left = 0
antenna_cells = 0
wl_per_cell_um = 11.71
firstDrtPassIters = 3
vias_per_cell = 3.824
routed_wl_mm = 1.991
num_vias = 650
postRouteAntennaNets = 0

[status]
status = finished, final reports clean

[flow_run]
max_cap_viol_count = 0
openroad.warnings = 56

[clock_network]
ctsHoldBuffers = 0
==> critical path: cells and delay by family <==
family,cells,cell delay [ns]
compound gates,2,0.32
buf+inv,5,0.55
simple gates,1,0.57
==> per-stage QoR <==
stage | cells | hold slack, ns
6_report | 170 | 1.582
5_1_grt | 170 | 1.635
4_1_cts | 172 | 1.631
3_5_place_dp | 159 | 2.176
3_3_place_gp | 159 | 2.173
2_1_floorplan | 70 | 1.116
==> layer usage <==
| metal | GRT usage (%) | vias up | share of wire (%) |
|---|---|---|---|
| met5 | 0 | - | 0 |
| met4 | 0 | 0 | 0 |
| li1 | - | 340 | - |
| met3 | 1.364 | 0 | 6.8 |
| met2 | 10.27 | 21 | 47 |
| met1 | 7.190 | 289 | 46 |
==> cell type report <==
cell class / instances / share of cell area [%]
Timing Repair Buffer: 69 / 53.38
Multi-Input combinational cell: 52 / 40.09
Tap cell: 46 / 5.457
Inverter: 3 / 1.068
==> path summary, 6_finish.rpt <==
path / from / end / slack [ns] / cells past startpoint
hold / removal: addr[9] / instr[25] / 1.58 / 6
setup / recovery: addr[9] / instr[13] / 0.05 / 8
==> cells in the mapped netlist <==
cell type and count:
buf_2 1, or2_2 2, o41ai_4 1, inv_1 3, o21ai_0 3, xor2_1 1
xnor2_1 2, nor2_1 4, nor3_1 5, nand2_1 4, o31ai_1 3, or4b_4 1
or3_2 2, and3_1 2, or3b_2 1, o21a_1 6, nand4b_1 1, nand4_1 1
nand3_1 1, or2b_2 1, buf_6 2, buf_4 11, a21oi_1 4, nor4b_1 1
conb_1 1, clkbuf_8 1, nor3b_1 3
==> placed cells by master, fill, tap and decap left out, types with 2 or more instances in the layout <==
master           netlist  final
conb_1                 1      3
buf_4                 11     24
clkdlybuf4s50_1        0      8
buf_6                  2      7
and3_1                 2      2
o31ai_2                0      2
nor3b_1                3      3
nand2_1                4      4
a21oi_1                4      4
nor2_1                 4      3
buf_2                  1     12
inv_1                  3      2
nor3_1                 5      3
o21a_1                 6      6
dlygate4sd2_1          0     11
clkdlybuf4s15_1        0      5
==> logic make-up (layout without fill, tap and decap cells) <==
family,after synthesis,in the layout,synth area share (%)
AOI/OAI and AO/OA,17,17,27.51
other,1,3,0.7929
xor gates and xnor gates,3,3,5.557
buffers and inverters,18,72,28.57
and+or+nand+nor,29,29,37.56
==> power groups by stage <==
stage | Combinational (µW) | Clock (µW) | Sequential [µW]
5_1_grt | 110 | 0 | 0
6_report | 101 | 0 | 0
4_1_cts | 99.6 | 0 | 0
==> repair_timing <==
item / 4_1_cts / 5_1_grt
cloned: 1 / 0
buffers inserted: 12 / 0
gates resized: 81 / 7
pin swaps: 6 / 3
endpoints found under the setup margin: 29 / 15
No activity file was given, so power comes from the tool's default toggle rates.
